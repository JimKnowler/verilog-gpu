===== design/flow/config.mk =====
export PLATFORM = sky130hd
export DESIGN_NAME = VectorDotProduct
export DESIGN_NICKNAME = VectorDotProduct
export VERILOG_FILES = /design/flow/design.v
export SDC_FILE = /design/flow/constraint.sdc
export NUM_CORES = 4
export LEC_CHECK = 1
export CORE_UTILIZATION = 30

===== design/flow/constraint.sdc =====
current_design VectorDotProduct

set clk_period 28.6
set clk_io_pct 0.2

create_clock -name clk0 -period $clk_period

set non_clock_inputs [all_inputs -no_clocks]
set_input_delay [expr $clk_period * $clk_io_pct] -clock clk0 $non_clock_inputs
set_output_delay [expr $clk_period * $clk_io_pct] -clock clk0 [all_outputs]

===== design/flow/design.v =====
function signed [32-1:0] fixed_point_add;
    input signed [32-1:0] a, b;
    begin
        fixed_point_add = a + b;
    end
endfunction
function signed [32-1:0] fixed_point_sub;
    input signed [32-1:0] a, b;
    begin
        fixed_point_sub = a - b;
    end
endfunction
function signed [32-1:0] fixed_point_multiply;
    input signed [32-1:0] a, b;
    begin
        reg [(32*2)-1:0] r_result;
        r_result = (a * b);
        fixed_point_multiply = r_result[(32-1) + 16:16];
    end
endfunction
function signed [32-1:0] fixed_point_divide;
    input signed [32-1:0] a, b;
    begin
        reg signed [(32 + 16)-1:0] r_a_shifted;
        reg signed [(32 + 16)-1:0] r_b_expanded;
        reg signed [(32 + 16)-1:0] r_result;
        r_a_shifted = a <<< 16;
        r_b_expanded = {{16{b[32-1]}}, b};
        r_result = r_a_shifted / r_b_expanded;
        fixed_point_divide = r_result[32-1:0];
    end
endfunction
function [7:0] fixed_point_to_uint8;
    input signed [32-1:0] a;
    begin
        reg signed [32-1:0] a_shifted;
        a_shifted = a >>> 16;
        fixed_point_to_uint8 = a_shifted[7:0];
    end
endfunction
function signed [32-1:0] uint8_to_fixed_point;
    input signed [7:0] a;
    begin
        reg [32 - 8 - 1:0] r_padding = 0;
        uint8_to_fixed_point = {r_padding, a} << 16;
    end
endfunction
function signed [32-1:0] int32_to_fixed_point;
    input signed [31:0] a;
    begin
        int32_to_fixed_point = a <<< 16;
    end
endfunction
function signed [31:0] fixed_point_to_int32;
    input signed [32-1:0] a;
    begin
        fixed_point_to_int32 = a >>> 16;
    end
endfunction
function signed [32-1:0] fixed_point_min3;
    input signed [32-1:0] a, b, c;
    begin
        fixed_point_min3 = (a < b) 
                ? ((a < c) ? a : c) 
                : ((b < c) ? b : c);
    end
endfunction
function signed [32-1:0] fixed_point_max3;
    input signed [32-1:0] a, b, c;
    begin
        fixed_point_max3 = (a > b) 
                ? ((a > c) ? a : c) 
                : ((b > c) ? b : c);
    end
endfunction
function signed [32-1:0] fixed_point_min;
    input signed [32-1:0] a, b;
    begin
        fixed_point_min = (a < b) 
                ? a
                : b;
    end
endfunction
function signed [32-1:0] fixed_point_max;
    input signed [32-1:0] a, b;
    begin
        fixed_point_max = (a > b) 
                ? a 
                : b;
    end
endfunction
typedef struct packed {
    logic signed [32-1:0] w, z, y, x;
} Vector4_t;
function signed [32-1:0] vector_dot_product;
    input Vector4_t a, b;
    begin
        vector_dot_product = fixed_point_add(
            fixed_point_add(
                fixed_point_multiply(a.x, b.x),
                fixed_point_multiply(a.y, b.y)
            ),
            fixed_point_add(
                fixed_point_multiply(a.z, b.z),
                fixed_point_multiply(a.w, b.w)
            )
        );
    end
endfunction
function Vector4_t vector_cross_product;
    input Vector4_t a, b;
    begin
        vector_cross_product.x = fixed_point_sub(
            fixed_point_multiply(a.y, b.z),
            fixed_point_multiply(a.z, b.y)
        );
        vector_cross_product.y = fixed_point_sub(
            fixed_point_multiply(a.z, b.x),
            fixed_point_multiply(a.x, b.z)
        );
        vector_cross_product.z = fixed_point_sub(
            fixed_point_multiply(a.x, b.y),
            fixed_point_multiply(a.y, b.x)
        );
        vector_cross_product.w = 0;
    end
endfunction
function signed [32-1:0] vector_cross_product_2d;
    input Vector4_t a, b;
    begin 
        vector_cross_product_2d = fixed_point_sub(
                                    fixed_point_multiply(
                                            a.x,
                                            b.y
                                    ),
                                    fixed_point_multiply(
                                            a.y,
                                            b.x
                                    )
        );
    end
endfunction
function Vector4_t vector_add_vector;
    input Vector4_t a, b;
    begin
        vector_add_vector.x = a.x + b.x;
        vector_add_vector.y = a.y + b.y;
        vector_add_vector.z = a.z + b.z;
        vector_add_vector.w = a.w + b.w;
    end
endfunction
function Vector4_t vector_sub_vector;
    input Vector4_t a, b;
    begin
        vector_sub_vector.x = a.x - b.x;
        vector_sub_vector.y = a.y - b.y;
        vector_sub_vector.z = a.z - b.z;
        vector_sub_vector.w = a.w - b.w;
    end
endfunction
function Vector4_t vector_multiply_scalar;
    input Vector4_t a;
    input signed [32-1:0] scalar;
    begin
        vector_multiply_scalar.x = fixed_point_multiply(a.x, scalar);
        vector_multiply_scalar.y = fixed_point_multiply(a.y, scalar);
        vector_multiply_scalar.z = fixed_point_multiply(a.z, scalar);
        vector_multiply_scalar.w = fixed_point_multiply(a.w, scalar);
    end
endfunction
function Vector4_t vector_divide_scalar;
    input Vector4_t a;
    input signed [32-1:0] scalar;
    begin
        vector_divide_scalar.x = fixed_point_divide(a.x, scalar);
        vector_divide_scalar.y = fixed_point_divide(a.y, scalar);
        vector_divide_scalar.z = fixed_point_divide(a.z, scalar);
        vector_divide_scalar.w = fixed_point_divide(a.w, scalar);
    end
endfunction
module VectorDotProduct (
    input Vector4_t i_a,
    input Vector4_t i_b,
    output signed [32-1:0] o_result
);
    always @(*)
    begin
        o_result = vector_dot_product(i_a, i_b);
    end
endmodule

===== design/flow/run.sh =====
#!/bin/bash
# OpenROAD 26Q1-2900-gdf79404cd8, Yosys 0.63+post, stock flow scripts
make -C /OpenROAD-flow-scripts/flow DESIGN_CONFIG=/design/flow/config.mk WORK_HOME=/design/flow/orfs finish

==> ci_impl_report.md <==
### Metrics collected by this job

| Metric | Value |
|---|---|
| Met3 Routed Length | around 35000 um |
| RSZ-0062 raised after global routing | false |
| Top layer in use | met5 |
| Setup tns final | 0 ns |
| Via/cell ratio | between 4 and 5 |
| Tool warnings | 32 |
| Vias in the first global route | between 80k and 90k |
| Boundary Pins | 288 |
| Final Cell Area | approximately 0.13 mm^2 |
| Die width | between 600 and 700 um |
| Worst hold path class | input pin to primary output |
| Drt pass-1 iters | roughly 50 |
| Critical Path Start Type | input pin |
| Layout area overhead | 7.858% |
| First-pass GRT wire length | 532700 um |
| WP data required | 22.88 ns |
| Max-capacitance violation count | 0 |
| DRT iter0 DRCs | 2711 |
| Seq_cells | 0 |
| Core area | roughly 0.4 mm^2 |
| Placer Congestion | about 0.9 |
| DR vias | 80.69k |
| Setup CP Type | input pin to primary output |
| Share of cells above drive strength 1 | 2.537% |
| Cell-internal power | 64420 uW |
| Pwr/cell area | 1207 mW/mm^2 |
| I/O Buffers | 288 |
| CP max-delay cell | clkdlybuf4s50_1 |
| Cell Type Count | roughly 64 |
| Share of the synthesized area in the top cell type | around three fifths |
| CP Capture Type | primary output |
| Slew at the pin with the worst max-slew slack | 0.8867 ns |
| Routed WL | 332700 um |
| Die area | roughly 0.39 mm^2 |
| Worst-path fanout max | 32 |
| Final core utilization | approximately a third |
| Synth area leaders | fa_1 58%, inv_1 11%, and2_1 8.9% |
| Sw Ratio | 57.76% |
| Critical Path AT | 18.84 ns |
| Flop area | 0 um^2 |
| Synth warn | 2 |
| Chip Height | 626.8 um |
| Most used cell, CP | fa_1 |
| Max_slew headroom | 40.46% |
| Worst slack at placement | 3.708 ns |
| Failing checks | design-rule violations |
| Final Hold Viols | 0 |
| Post-synth seq share | 0% |
| Fin crit period | 24.56 ns |
| Worst vdd ir | 0.003705 V |
| Wire length on met2 | 160200 um |
| Cells after Synth | between 10k and 15k |
| Initial Utilization | 30.12% |
| Post-CTS Setup Bufs | 0 |
| Fin. max-slew vios | 0 |
| P_leak | 0.06316 uW |
| Fin Hold WS | approximately 14 ns |
| Grt total ovfl | 0 |
| Final worst setup slack | 4.039 ns |
| Initial antenna violation count | 24 |
| Status | finished with violations |
| Fmax | 40.71 MHz |
| Period utilization | 85.88% |
| M1 WL | 127300 um |
| Cell with the most instances after synthesis | inv_1 |
| DP HPWL | 272400 um |
| Total GRT Usage | 18.82% |
| Largest net degree at the start of global routing | 35 |
| Drt wl/cell | 18.47 um |
| Syn avg cell area | 9.091 um^2 |
| Site Rows | 229 |
| Most instantiated cells after synthesis | 3567 x inv_1, 3414 x fa_1, 1934 x nand2_1 |
| Cts repair resizes | 0 |
| Synth area leader | fa_1 |
| # hold bufs at CTS | 0 |
| Remaining DRCs | 42 |
| Antenna Violating Nets Remaining | 0 |
| Final setup vio count | 0 |
| Mapped Area | 0.1171 mm^2 |
| Total net switching power | 88070 uW |
| DP Area | between 0.1 and 0.15 mm^2 |
| Clkbuf count | 0 |
| CP max stage delay | 0.71 ns |
| Area reported by Yosys stat | 0.1171 mm^2 |
| Cells in synth_stat.txt | around 13k |
-- stage by stage --
stage	std cells	total power [uW]
finish	18014	152500
global route	18011	162900
CTS	18005	152400
detailed placement	18005	152200
global placement	18005	151400
floorplan	12884	97180
-- final cells by class --
class              count  area (um^2)
repair buffers       596         5195
diodes                 9        22.52
fillers            40117       262500
inverters           3567        13390
multi-input cells   8645       101200
well taps           5197         6502
-- cell usage in the layout (no fill, tap or decap), types with 3 or more instances in the layout --
master / count
inv_1: 3567
fa_1: 3414
nand2_1: 1934
and2_1: 1663
ha_1: 683
buf_4: 308
clkdlybuf4s50_1: 288
xnor2_1: 230
a21oi_1: 126
xor2_1: 71
nor2_1: 68
a21o_1: 63
o21ai_0: 62
nand2b_1: 57
nor2b_1: 50
o21a_1: 27
nand3_1: 25
nor3_1: 24
nand4_1: 18
o21bai_1: 14
and3_1: 10
o211ai_1: 10
diode_2: 9
a31oi_1: 7
a211o_1: 6
a211oi_1: 6
o31ai_1: 6
and4_1: 5
or2_2: 5
or3_1: 5
a2111oi_0: 4
a41oi_1: 4
o22ai_1: 3
xnor3_1: 3
-- metal layers --
layer / up-vias / GRT usage, %
met5: - / 0.09878
met4: 8 / 4.573
met3: 359 / 8.125
met2: 2794 / 30.16
met1: 41895 / 23.98
li1: 35636 / -
-- power groups by stage --
stage	clock network (uW)	logic [uW]	registers [uW]
CTS	0	152000	0
global route	0.0000288	163000	0
-- logic make-up after synthesis --
family                     after synthesis  synth area share (%)
xor gates and xnor gates               305                 2.316
buffers and inverters                 4239                 13.59
AOI/OAI and AO/OA                      368                 2.050
and+or+nand+nor                       3875                 16.40
adders and majority gates             4097                 65.65
-- path summary, 6_finish.rpt --
path,start,end,depth (start not counted)
max,i_b[72],o_result[31],43
min,i_a[96],o_result[0],10
-- critical path, delay by kind of cell --
family          cells  cell delay, ns
buf+inv             9            1.85
simple gates        4            1.09
compound gates      6            1.57
xor+xnor           13            3.14
fa+ha+maj          11            5.38
Power and IR drop assume default switching activity.
