===== flow/run.sh =====
#!/bin/bash
# OpenROAD 26Q1-2900-gdf79404cd8, Yosys 0.63+post, stock flow scripts
make -C /OpenROAD-flow-scripts/flow DESIGN_CONFIG=/design/flow/config.mk WORK_HOME=/design/flow/orfs finish

===== flow/config.mk =====
export PLATFORM = sky130hd
export DESIGN_NAME = FixedPointDivide
export DESIGN_NICKNAME = FixedPointDivide
export VERILOG_FILES = /design/flow/design.v
export SDC_FILE = /design/flow/constraint.sdc
export NUM_CORES = 4
export LEC_CHECK = 1
export CORE_UTILIZATION = 30

===== flow/constraint.sdc =====
current_design FixedPointDivide

set clk_period 645.8
set clk_io_pct 0.2

create_clock -name clk0 -period $clk_period

set non_clock_inputs [all_inputs -no_clocks]
set_input_delay [expr $clk_period * $clk_io_pct] -clock clk0 $non_clock_inputs
set_output_delay [expr $clk_period * $clk_io_pct] -clock clk0 [all_outputs]

===== flow/design.v =====
function signed [32-1:0] fixed_point_add;
    input signed [32-1:0] a, b;
    begin
        fixed_point_add = a + b;
    end
endfunction
function signed [32-1:0] fixed_point_sub;
    input signed [32-1:0] a, b;
    begin
        fixed_point_sub = a - b;
    end
endfunction
function signed [32-1:0] fixed_point_multiply;
    input signed [32-1:0] a, b;
    begin
        reg [(32*2)-1:0] r_result;
        r_result = (a * b);
        fixed_point_multiply = r_result[(32-1) + 16:16];
    end
endfunction
function signed [32-1:0] fixed_point_divide;
    input signed [32-1:0] a, b;
    begin
        reg signed [(32 + 16)-1:0] r_a_shifted;
        reg signed [(32 + 16)-1:0] r_b_expanded;
        reg signed [(32 + 16)-1:0] r_result;
        r_a_shifted = a <<< 16;
        r_b_expanded = {{16{b[32-1]}}, b};
        r_result = r_a_shifted / r_b_expanded;
        fixed_point_divide = r_result[32-1:0];
    end
endfunction
function [7:0] fixed_point_to_uint8;
    input signed [32-1:0] a;
    begin
        reg signed [32-1:0] a_shifted;
        a_shifted = a >>> 16;
        fixed_point_to_uint8 = a_shifted[7:0];
    end
endfunction
function signed [32-1:0] uint8_to_fixed_point;
    input signed [7:0] a;
    begin
        reg [32 - 8 - 1:0] r_padding = 0;
        uint8_to_fixed_point = {r_padding, a} << 16;
    end
endfunction
function signed [32-1:0] int32_to_fixed_point;
    input signed [31:0] a;
    begin
        int32_to_fixed_point = a <<< 16;
    end
endfunction
function signed [31:0] fixed_point_to_int32;
    input signed [32-1:0] a;
    begin
        fixed_point_to_int32 = a >>> 16;
    end
endfunction
function signed [32-1:0] fixed_point_min3;
    input signed [32-1:0] a, b, c;
    begin
        fixed_point_min3 = (a < b) 
                ? ((a < c) ? a : c) 
                : ((b < c) ? b : c);
    end
endfunction
function signed [32-1:0] fixed_point_max3;
    input signed [32-1:0] a, b, c;
    begin
        fixed_point_max3 = (a > b) 
                ? ((a > c) ? a : c) 
                : ((b > c) ? b : c);
    end
endfunction
function signed [32-1:0] fixed_point_min;
    input signed [32-1:0] a, b;
    begin
        fixed_point_min = (a < b) 
                ? a
                : b;
    end
endfunction
function signed [32-1:0] fixed_point_max;
    input signed [32-1:0] a, b;
    begin
        fixed_point_max = (a > b) 
                ? a 
                : b;
    end
endfunction
module FixedPointDivide (
    input signed [32-1:0] i_a,
    input signed [32-1:0] i_b,
    output reg signed [32-1:0] o_result
);
always @(*)
begin    
    o_result = fixed_point_divide(i_a, i_b);
end
endmodule

==> reports/metrics.yaml <==
synth.avg_cell_area_um2: 6.60
ios: 96
gr-total-overflow: 0
fin_util_pct: 33.1
design.seq.count: 0
core_um2: 236000
dr.pass1.iters: 8
ant_nets: 0
stdcell_area_um2: 78000
drc: 0
crit_top_cell: "a21oi_1"
worst-slew-pin-transition_ns: 1.28
switching_share_pct: 59.2
rsz0062_at_grt: "false"
worst_setup_path_start_kind: "primary input"
clkbuf_count: 0
first_global_vias: 78044
internal_power_mw: 148
via_count: 85278
postCtsHoldBufs: 0
cts_setup_buffers: 0
setup_tns_ns: 0
p_leak_nw: 35.4
tool_warnings: 34
die_area_um2: 239000
slew-limit-headroom_pct: 13.7
wl_um: 359000
seq_area_frac_synth_pct: 0
startpoint: "i_b[0]"
cp-end-kind: "output pin"
worstHoldPathType: "primary input to output pin"
area_growth_pct: 9.54
num_rows: 178
ys_area_um2: 71200
cp.arrival_ns: 286.96
netlist_area_um2: 71200
synth.distinct_cells: 110
drive_above_1_share_pct: 5.63
max_freq_mhz: 2.40
p_switching_mw: 215
ys_top_cells_by_area: "ha_1, a21oi_1, xnor2_1, nand2_1, nor2_1"
cp_slowest_cell: "nor2_1"
die_x_um: 489
register_area_um2: 0
outcome: "complete, no violations"
cts_resized: 0
grt_max_degree: 55
die_y_um: 489
hold_path_startpoint: "i_b[31]"
cap_violations: 0
synth_top_cell_by_area: "ha_1"
ys_warn_count: 1
critPathMaxFanout: 51
pre_cts_slack_ns: 235.44
drv_slew: 0
hpwl_um: 292000
viasPerCell: 6.04
p_per_area_nw_per_um2: 4660
top_area_share_pct: 20.4
ys_cells: 10788
finalSetupViolCount: 0
drt_iter0_drc: 9004
hold_violations: 0
fin_crit_ns: 416.12
track_usage_pct: 29.4
postPlaceCellArea_um2: 78000
synthCells: 10788
max_stage_delay_ns: 0.97
critical_path_class: "primary input to output pin"
wl_per_cell_um: 25.4
initCoreUtil_pct: 30.2
final.setup.worst_slack_ns: 229.68
finalCritPeriodShare_pct: 64.4
gp_congestion: 1.08
antenna_found_initial: 13
required_ns: 516.64
portBuffers: 96
top_cell: "ha_1"
yosys-top-cells-count: "ha_1, nand2_1, nor2_1"
hold-worst-slack_ns: 259.78
vdd_drop_max_uv: 4750
grt_first_pass_wirelength_um: 520000
[cells by family (layout without fill, tap and decap cells)]
kind of cell / Yosys count / after routing / synth area share [%]
compound gates: 3911 / 3911 / 36.3
xor+xnor: 922 / 922 / 11.3
fa+ha+maj: 1165 / 1165 / 20.5
buf+inv: 726 / 760 / 3.88
mux: 148 / 148 / 2.23
other cells: 1 / 141 / 0.00526
simple gates: 3915 / 3915 / 25.8
[final cells by class]
type                            instances  area [um2]
Antenna cell                            5        12.5
Fill cell                           25843      158000
Inverter                              406        1530
Tap cell                             3150        3940
Multi-Input combinational cell      10197       69600
Timing Repair Buffer                  354        2960
[routing by layer]
layer  vias to the layer above  track usage [%]  wire, um
li1                      40632                -         -
met1                     39709             41.5    158000
met2                      4137             42.9    146000
met3                       792             5.29     33800
met4                         8             14.1     21100
met5                         -                0        54
[placed cells by master (no fill, tap or decap), drive strengths merged, types with 33 or more instances in the layout]
master and instances:
a2111oi 42, a211o 48, a211oi 114, a21boi 66, a21o 536, a21oi 1053
a221o 33, a221oi 39, a22oi 34, a31o 42, a31oi 171, and2 79
and3 132, and4 42, buf 261, clkdlybuf4s50 93, conb 136, ha 1164
inv 404, mux2 85, mux2i 63, nand2 1156, nand2b 150, nand3 288
nand4 131, nor2 1132, nor2b 129, nor3 303, nor4 73, o211ai 110
o21a 261, o21ai 708, o21bai 134, o31a 38, o31ai 113, or2 77
or3 117, xnor2 578, xor2 344
[power groups by stage]
stage                 clock network, mW  registers (mW)  logic [mW]
after CTS                             0               0         370
after global routing                  0               0         383
[metrics by stage]
stage          std cells  total power, mW
2_1_floorplan      10923              388
3_3_place_gp       14107              370
3_5_place_dp       14107              368
4_1_cts            14107              370
5_1_grt            14107              383
6_report           14112              363
[worst paths after layout]
kind	end	slack, ns	cells past startpoint
min	o_result[4]	259.78	6
max	o_result[30]	229.68	540
[critical path, delay by kind of cell]
kind,cells,cell delay [ns]
xor gates and xnor gates,2,0.87
muxes,7,2.57
and+or+nand+nor,154,42.95
buffers and inverters,50,13.56
adders and majority gates,49,16.72
AOI/OAI and AO/OA,278,80.51
Power and IR drop assume default switching activity.
