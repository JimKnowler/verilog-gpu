==> ./design.v <==
function signed [32-1:0] fixed_point_add;
    input signed [32-1:0] a, b;
    begin
        fixed_point_add = a + b;
    end
endfunction
function signed [32-1:0] fixed_point_sub;
    input signed [32-1:0] a, b;
    begin
        fixed_point_sub = a - b;
    end
endfunction
function signed [32-1:0] fixed_point_multiply;
    input signed [32-1:0] a, b;
    begin
        reg [(32*2)-1:0] r_result;
        r_result = (a * b);
        fixed_point_multiply = r_result[(32-1) + 16:16];
    end
endfunction
function signed [32-1:0] fixed_point_divide;
    input signed [32-1:0] a, b;
    begin
        reg signed [(32 + 16)-1:0] r_a_shifted;
        reg signed [(32 + 16)-1:0] r_b_expanded;
        reg signed [(32 + 16)-1:0] r_result;
        r_a_shifted = a <<< 16;
        r_b_expanded = {{16{b[32-1]}}, b};
        r_result = r_a_shifted / r_b_expanded;
        fixed_point_divide = r_result[32-1:0];
    end
endfunction
function [7:0] fixed_point_to_uint8;
    input signed [32-1:0] a;
    begin
        reg signed [32-1:0] a_shifted;
        a_shifted = a >>> 16;
        fixed_point_to_uint8 = a_shifted[7:0];
    end
endfunction
function signed [32-1:0] uint8_to_fixed_point;
    input signed [7:0] a;
    begin
        reg [32 - 8 - 1:0] r_padding = 0;
        uint8_to_fixed_point = {r_padding, a} << 16;
    end
endfunction
function signed [32-1:0] int32_to_fixed_point;
    input signed [31:0] a;
    begin
        int32_to_fixed_point = a <<< 16;
    end
endfunction
function signed [31:0] fixed_point_to_int32;
    input signed [32-1:0] a;
    begin
        fixed_point_to_int32 = a >>> 16;
    end
endfunction
function signed [32-1:0] fixed_point_min3;
    input signed [32-1:0] a, b, c;
    begin
        fixed_point_min3 = (a < b) 
                ? ((a < c) ? a : c) 
                : ((b < c) ? b : c);
    end
endfunction
function signed [32-1:0] fixed_point_max3;
    input signed [32-1:0] a, b, c;
    begin
        fixed_point_max3 = (a > b) 
                ? ((a > c) ? a : c) 
                : ((b > c) ? b : c);
    end
endfunction
function signed [32-1:0] fixed_point_min;
    input signed [32-1:0] a, b;
    begin
        fixed_point_min = (a < b) 
                ? a
                : b;
    end
endfunction
function signed [32-1:0] fixed_point_max;
    input signed [32-1:0] a, b;
    begin
        fixed_point_max = (a > b) 
                ? a 
                : b;
    end
endfunction
module FixedPointMultiply (
    input signed [32-1:0] i_a,
    input signed [32-1:0] i_b,
    output reg signed [32-1:0] o_result
);
always @(*)
begin    
    o_result = fixed_point_multiply(i_a, i_b);
end
endmodule
==> ./run.sh <==
#!/bin/bash
# OpenROAD 26Q1-2900-gdf79404cd8, Yosys 0.63+post, stock flow scripts
make -C /OpenROAD-flow-scripts/flow DESIGN_CONFIG=/design/flow/config.mk WORK_HOME=/design/flow/orfs finish
==> ./config.mk <==
export PLATFORM = sky130hd
export DESIGN_NAME = FixedPointMultiply
export DESIGN_NICKNAME = FixedPointMultiply
export VERILOG_FILES = /design/flow/design.v
export SDC_FILE = /design/flow/constraint.sdc
export NUM_CORES = 4
export LEC_CHECK = 1
export CORE_UTILIZATION = 40
==> ./constraint.sdc <==
current_design FixedPointMultiply

set clk_period 21.2
set clk_io_pct 0.2

create_clock -name clk0 -period $clk_period

set non_clock_inputs [all_inputs -no_clocks]
set_input_delay [expr $clk_period * $clk_io_pct] -clock clk0 $non_clock_inputs
set_output_delay [expr $clk_period * $clk_io_pct] -clock clk0 [all_outputs]
==> summary.txt <==
# clk buffers -> 0
Vias in the first global route -> 21600
Initial antenna violation count -> 1
Cell with the most instances after synthesis -> fa_1
CP max FO -> 23
Status -> finished, final reports clean
ANT nets after route -> 0
FF+latch area -> 0 µm²
Yosys chip area -> 28500 µm²
GPL Wtd Cong -> 0.881
P_leak -> 15.1 nW
Hold path start -> i_a[1]
Inst Count DP -> 4004
Internal power -> 10.5 mW
Max incr delay on CP -> 0.71 ns
Port Buffers -> 96
Routed wire length -> 72400 µm
Yosys top cell by area -> fa_1
First-pass GRT wire length -> 119000 µm
Area of the multi-input gates -> 25000 µm²
Post-route setup slack -> 4.32 ns
Post-detailed-placement half-perimeter wirelength -> 56300 µm
Vias -> 19300
Registers -> 0
GR Overflow Total -> 0
All-Layer GR Usage -> 0.233
Place WS -> 4.24 ns
Worst setup path class -> primary input to output pin
Fin. max-slew vios -> 0
Critical path, cell by cell -> clkdlybuf4s50_1 > buf_4 > and2_1 > fa_1 > fa_1 > inv_1 > fa_1 > fa_1 > inv_1 > fa_1 > fa_1 > fa_1 > fa_1 > ha_1 > a21oi_1 > o21ai_1 > a211oi_1 > o31ai_1 > buf_4 > a221oi_4 > o21ai_2 > or4_1 > o311ai_1 > clkdlybuf4s50_1
Share of cells above drive strength 1 -> 0.0251
Final TNS setup -> 0 ns
Max frequency -> 59.2 MHz
Most frequent CP cell -> fa_1
Post-synth area hogs -> fa_1, inv_1, and2_1
Critical path's slowest cell -> clkdlybuf4s50_1
DRC viols -> 0
Largest net degree at the start of global routing -> 34
Die width -> 269 µm
Critical Path AT -> 12.64 ns
Hold Path Sink -> o_result[1]
Hold path cells -> 9
Fin cells -> 4006
PD cells -> 627 nW/µm²
Synthesis-to-layout area growth -> 7.01%
DRT Pass-1 Iters -> 4
Synth cell count leaders -> fa_1, inv_1, and2_1, nand2_1, clkbuf_1
Top-area cell share -> 0.588
Syn Std Cell Area -> 28500 µm²
Total core area -> 70300 µm²
NetSw -> 8.58 mW
Fp_density -> 0.406
Synth Area per Inst -> 9.29 µm²
Die H -> 269 µm
Critical path data required time -> 16.96 ns
Die area -> 72400 µm²
CTS resizes -> 0
Via-per-instance ratio -> 4.82
Fillers -> 6890
Synth cell types -> 49
Worst relative slew slack -> 0.458
# Cells Yosys -> 3070
Final worst-path cycle share -> 0.796
# Max-Cap Violations -> 0
Core Util, Final -> 0.434
Worst VDD drop -> 0.00313 V
Tool warnings -> 32
Sw frac -> 0.449
Ys Warns -> 1
Synth Seq Share -> 0
Hold crit path type -> primary input to output pin
Post-DR wirelength/cell -> 18.1 µm
# rows -> 97
Post-synthesis cell count -> 3070
Hold Buf Count CTS -> 0
Slew of the pin with the lowest slew margin -> 0.808 ns
CP Launch Type -> primary input
# IOs -> 96
Post-CTS Setup Inserts -> 0
Setup crit end kind -> output pin
Fin. Hold Viols -> 0
Unrepaired setup endpoints after global routing -> false
Initial DRC count -> 672
Tmin final -> 16.88 ns
Setup violations, final -> 0
cell type report:
class,count,share of cell area
multi-input cells,2119,0.818
inverters,785,0.0965
repair buffers,160,0.0472
well taps,940,0.0385
diodes,2,0.000164
cells by family (layout without fill, tap and decap cells):
group,count (synthesis),after routing,synth area share
fa+ha+maj,1001,1001,0.660
simple gates,961,961,0.171
buf+inv,951,945,0.125
compound gates,85,85,0.0220
xor+xnor,72,72,0.0221
other cells,0,2,0
how the worst max path moves through the flow:
stage,from,to,slack (ns),depth (start not counted)
after global routing,i_b[2],o_result[30],3.90,26
after CTS,i_a[12],o_result[30],4.21,24
final,i_a[12],o_result[30],4.32,24
critical path: cells and delay by family:
family,cells,cell delay (ns)
simple gates,2,0.70
compound gates,7,1.60
buf+inv,6,1.91
fa+ha+maj,9,4.16
stage by stage:
step | power [mW] | hold WS [ns] | area, µm²
finish | 19.1 | 10.27 | 30500
global route | 21.7 | 10.46 | 30500
CTS | 19.6 | 10.30 | 30500
detailed placement | 19.3 | 10.27 | 30500
global placement | 19.4 | 10.29 | 30500
floorplan | 11.1 | 8.92 | 28500
cell usage in the layout, fill, tap and decap left out, types with 2 or more instances in the layout:
| cell | instances |
|---|---|
| buf_4 | 64 |
| o21bai_1 | 2 |
| o21ai_1 | 2 |
| a21o_1 | 15 |
| nand3_1 | 3 |
| nor2_1 | 18 |
| nand2_1 | 438 |
| nor4_1 | 2 |
| nand2b_1 | 6 |
| o21ai_2 | 3 |
| o311ai_1 | 2 |
| o21ai_0 | 6 |
| nor2b_1 | 13 |
| a311o_1 | 2 |
| fa_1 | 838 |
| nand4_1 | 6 |
| xor2_1 | 14 |
| and2_1 | 463 |
| clkdlybuf4s50_1 | 96 |
| nor3_1 | 4 |
| xnor2_1 | 58 |
| diode_2 | 2 |
| a31oi_1 | 3 |
| a21oi_1 | 33 |
| ha_1 | 163 |
| inv_1 | 785 |
layer usage:
metal	GRT usage	routed length [µm]	up-vias
li1	-	-	8594
met4	0.0281	1040	4
met3	0.111	8090	68
met5	0.00541	62	-
met2	0.356	34200	747
met1	0.327	29000	9878
power groups by stage:
stage	registers [mW]	clock network (mW)	logic, mW
4_1_cts	0	0	19.6
5_1_grt	0	0	21.7
Power figures rest on the tool's default switching activity, not on a simulated workload.
